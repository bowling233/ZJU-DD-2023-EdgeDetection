==> flow/design.v <==
`timescale 1 ns / 1 ps
module vesa2pixelstream (
                clk,
                rst,
                hsync,
                vsync,
                blank_n_de,
                h_start,
				h_end,
				v_start,
				v_end,
                pixel_stream_valid
                );
  output   		h_start;
  output   		h_end;
  output   		v_start;
  output   		v_end;
  output		pixel_stream_valid;
  input         hsync;
  input        	vsync;
  input        	blank_n_de;
  input         clk;
  input         rst;
  parameter        H_LEFT_BORDER = 0;  
  parameter        H_SYNC = 40;
  parameter        H_RIGHT_BORDER = 0;  
  parameter        H_FP = 110;  
  parameter        H_BP = 220;
  parameter        H_BLANK = 370;                     
  parameter        H_ADDR = 1280;
  parameter        H_TOTAL = 1650;                     
  parameter        V_TOP_BORDER = 0; 
  parameter        V_SYNC = 5;
  parameter        V_BOTTOM_BORDER = 0; 
  parameter        V_FP = 5;  
  parameter        V_BP = 20;
  parameter        V_BLANK = 30;                     
  parameter        V_ADDR = 720;
  parameter        V_TOTAL = 750;                     
  reg			hsync_d1;
  wire			hsync_start;
  always @(posedge clk or posedge rst)
  begin 
    if (rst) begin
		hsync_d1 <= 1'b0;
	end
    else
    begin
      hsync_d1 <= hsync;
    end
  end
  assign hsync_start = hsync & (!hsync_d1);
  reg			vsync_d1;
  wire			vsync_start;
  always @(posedge clk or posedge rst)
  begin
    if (rst) begin
		vsync_d1 <= 1'b0;
	end
    else
    begin
      vsync_d1 <= vsync;
    end
  end
  assign vsync_start = vsync & (!vsync_d1);
  reg    [11:0] hpos_cnt;
  wire          hpos_clr;
  always @(posedge clk or posedge rst)
  begin : hcounter
    if (rst) hpos_cnt <= 12'h000;
    else
    begin
      if (hsync_start) hpos_cnt <= 12'h000;
      else hpos_cnt <= hpos_cnt + 12'h001;
    end
  end  
  reg    [11:0] vpos_cnt;
  wire          vpos_clr;
  wire          vpos_ena;
  always @(posedge clk or posedge rst)
  begin : vcounter
    if (rst) vpos_cnt <= 12'h000;
    else
    begin
      if (vsync_start) vpos_cnt <= 12'h000;
      else if (vpos_ena) vpos_cnt <= vpos_cnt + 12'h001;
    end
  end
  assign vpos_ena = hsync_start;
  wire pixel_valid_H;
  wire pixel_valid_V;
  wire h_start_i;
  wire h_end_i;
  wire v_start_i;
  wire v_end_i;
  assign h_start_i = (hpos_cnt == (H_SYNC + H_BP + H_LEFT_BORDER- 1))? 1'b1 : 1'b0;
  assign h_end_i = (hpos_cnt == (H_SYNC + H_BP + H_LEFT_BORDER + H_ADDR - 2))? 1'b1 : 1'b0;
  assign v_start_i = (vpos_cnt == (V_SYNC + V_BP + V_TOP_BORDER)) && (hpos_cnt == (H_SYNC + H_BP + H_LEFT_BORDER - 1))? 1'b1 : 1'b0;
  assign v_end_i = (vpos_cnt == (V_SYNC + V_BP + V_TOP_BORDER + V_ADDR - 1)) && (hpos_cnt == (H_SYNC + H_BP + H_LEFT_BORDER + H_ADDR - 2))? 1'b1 : 1'b0;
  assign pixel_valid_H = (hpos_cnt >= (H_SYNC + H_BP + H_LEFT_BORDER - 1)) && (hpos_cnt < (H_TOTAL - H_FP - H_RIGHT_BORDER - 1));
  assign pixel_valid_V = (vpos_cnt >= (V_SYNC + V_BP + V_TOP_BORDER)) && (vpos_cnt < (V_TOTAL - V_FP - V_BOTTOM_BORDER));
  assign pixel_stream_valid = blank_n_de;
  assign h_start = h_start_i && pixel_stream_valid;
  assign h_end = h_end_i && pixel_stream_valid;  
  assign v_start = v_start_i && pixel_stream_valid;
  assign v_end = v_end_i && pixel_stream_valid;  
endmodule
==> flow/run.sh <==
#!/bin/bash
# OpenROAD 26Q1-2900-gdf79404cd8, Yosys 0.63+post, stock flow scripts
make -C /OpenROAD-flow-scripts/flow DESIGN_CONFIG=/design/flow/config.mk WORK_HOME=/design/flow/orfs finish
==> flow/config.mk <==
export PLATFORM = sky130hd
export DESIGN_NAME = vesa2pixelstream
export DESIGN_NICKNAME = vesa2pixelstream
export VERILOG_FILES = /design/flow/design.v
export SDC_FILE = /design/flow/constraint.sdc
export NUM_CORES = 4
export LEC_CHECK = 1
export CORE_AREA = 10 10 107 107
export DIE_AREA = 0 0 117 117
==> flow/constraint.sdc <==
current_design vesa2pixelstream

set clk_period 2.6
set clk_io_pct 0.2

create_clock -name clk0 -period $clk_period [get_ports {clk}]

set non_clock_inputs [all_inputs -no_clocks]
set_input_delay [expr $clk_period * $clk_io_pct] -clock clk0 $non_clock_inputs
set_output_delay [expr $clk_period * $clk_io_pct] -clock clk0 [all_outputs]
==> report_table.html <==
<p>Metrics extracted from the flow reports.</p>
<table>
<tr><th>Metric</th><th>Value</th></tr>
<tr><th colspan="2">Clock network</th></tr>
<tr><td>Number of clock sinks</td><td>26</td></tr>
<tr><td>Largest buffer count on any clock path</td><td>2</td></tr>
<tr><td>Clock Root Buffer</td><td>clkbuf_8</td></tr>
<tr><td>Hold-fix buffers, CTS</td><td>0</td></tr>
<tr><td>Clock H-tree levels</td><td>1</td></tr>
<tr><td>Clock buffer count from CTS</td><td>3</td></tr>
<tr><td>Clock edge transition at the registers on the reported setup and hold paths</td><td>0.10 ns</td></tr>
<tr><td>Clock tree from TritonCTS</td><td>built</td></tr>
<tr><td>Clock latency (worst-skew pair)</td><td>0.27 ns</td></tr>
<tr><th colspan="2">Layout</th></tr>
<tr><td>Fraction of final layout cells with drive strength greater than 1</td><td>11.2%</td></tr>
<tr><td>Most common cell after layout, fill and taps aside</td><td>dfrtp_1</td></tr>
<tr><td>Final instance area</td><td>1740 µm²</td></tr>
<tr><td>Top cells excl fill/tap</td><td>dfrtp_1, a21oi_1, nand2_1</td></tr>
<tr><td>Post-layout util</td><td>19.0%</td></tr>
<tr><td>Number of standard cells in the layout, taps in and fillers out</td><td>272</td></tr>
<tr><td># fillers</td><td>1004</td></tr>
<tr><td>P&amp;R area growth vs syn</td><td>25.6%</td></tr>
<tr><th colspan="2">STA</th></tr>
<tr><td>Final total negative setup slack</td><td>0 ns</td></tr>
<tr><td>Upper clock frequency limit</td><td>0.401 GHz</td></tr>
<tr><td>Transition time of the tightest slew-check pin</td><td>0.452 ns</td></tr>
<tr><td>Final worst path period share</td><td>95.8%</td></tr>
<tr><td>Max-Slew Margin vs Limit</td><td>69.5%</td></tr>
<tr><td>Tmin final</td><td>2.49 ns</td></tr>
<tr><td>Final hold vios</td><td>0</td></tr>
<tr><td>Final count of pins violating max slew</td><td>0</td></tr>
<tr><td>Post-route setup slack</td><td>0.108 ns</td></tr>
<tr><td>Worst slack on hold paths</td><td>0.519 ns</td></tr>
<tr><td>Setup Skew</td><td>0.00790 ns</td></tr>
<tr><td>Final number of setup-violating endpoints</td><td>0</td></tr>
<tr><th colspan="2">Floorplanning</th></tr>
<tr><td>Area inside the core boundary</td><td>9200 µm²</td></tr>
<tr><td>Fp util</td><td>15.1%</td></tr>
<tr><td>Chip width</td><td>117 µm</td></tr>
<tr><td>Count of pins on the block boundary</td><td>10</td></tr>
<tr><td>Row count</td><td>35</td></tr>
<tr><td>Y dimension of the die</td><td>117 µm</td></tr>
<tr><td>Area enclosed by the die boundary</td><td>13700 µm²</td></tr>
<tr><th colspan="2">Yosys</th></tr>
<tr><td>Cells after Synth</td><td>147</td></tr>
<tr><td>Count of state elements after synthesis</td><td>26</td></tr>
<tr><td>Fraction of the yosys area taken by sequential cells</td><td>46.9%</td></tr>
<tr><td>Avg Synthesized Cell Area</td><td>9.44 µm²</td></tr>
<tr><td>Post-synthesis instance area</td><td>1390 µm²</td></tr>
<tr><td>Number of warnings issued by yosys</td><td>1</td></tr>
<tr><td>Post-synth cell types</td><td>28</td></tr>
<tr><td>Yosys Instances</td><td>147</td></tr>
<tr><td>Yosys stat chip area</td><td>1390 µm²</td></tr>
<tr><th colspan="2">GRT</th></tr>
<tr><td>Total global-route track usage</td><td>4.33%</td></tr>
<tr><td>Pin count of the biggest net entering global routing</td><td>27</td></tr>
<tr><td>GRT met2 Usage</td><td>6.45%</td></tr>
<tr><td>Global-route track usage on met1</td><td>6.56%</td></tr>
<tr><td>Overflow after GRT</td><td>0</td></tr>
<tr><td>Number of antenna violations at the first check in global routing</td><td>0</td></tr>
<tr><td>Wire length of the first global-routing pass</td><td>4.91 mm</td></tr>
<tr><td>Most utilized layer in the global route result</td><td>met1</td></tr>
<tr><td>Met3 track demand over resource in global routing</td><td>0.980%</td></tr>
<tr><td>Vias in the first global route</td><td>1019</td></tr>
<tr><th colspan="2">Worst setup path</th></tr>
<tr><td>Class of the most critical setup path</td><td>input pin to output pin</td></tr>
<tr><td>CP max FO</td><td>2</td></tr>
<tr><td>Critical R2R Launch</td><td>vpos_cnt[0]</td></tr>
<tr><td>Kind of start point of the critical path</td><td>input pin</td></tr>
<tr><td>Origin of the worst setup path</td><td>blank_n_de</td></tr>
<tr><td>Type of element capturing the critical path</td><td>output pin</td></tr>
<tr><td>Critical path data required time</td><td>2.08 ns</td></tr>
<tr><td>Worst EP arrival</td><td>1.97 ns</td></tr>
<tr><th colspan="2">Run</th></tr>
<tr><td>Number of violations of the max-capacitance limit</td><td>0</td></tr>
<tr><td>Count of tool warnings</td><td>28</td></tr>
<tr><th colspan="2">Placed design</th></tr>
<tr><td>Pre-CTS setup slack</td><td>-0.140 ns</td></tr>
<tr><td>Routability-driven placement congestion ratio</td><td>0.778</td></tr>
<tr><td>Placed wire-length estimate after detailed placement</td><td>2.00 mm</td></tr>
<tr><td>Placement-stage cell area</td><td>1630 µm²</td></tr>
<tr><td>Number of cells after detailed placement</td><td>267</td></tr>
<tr><td>Number of buffers inserted by port buffering</td><td>9</td></tr>
<tr><th colspan="2">Routing</th></tr>
<tr><td>Remaining antenna violation count</td><td>0</td></tr>
<tr><td>Vias per cell</td><td>4.10</td></tr>
<tr><td>Ant. Diodes</td><td>0</td></tr>
<tr><td>Number of optimization iterations in the first detailed-route pass</td><td>4</td></tr>
<tr><td>Wirelength per Cell</td><td>10.2 µm</td></tr>
<tr><td>Total via count after detailed routing</td><td>1116</td></tr>
<tr><td>DRT iter0 DRCs</td><td>84</td></tr>
<tr><td>DR DRC count</td><td>0</td></tr>
<tr><td>DRT Wirelength</td><td>2.78 mm</td></tr>
<tr><th colspan="2">Power and ir drop</th></tr>
<tr><td>Leakage power of the design</td><td>0.672 nW</td></tr>
<tr><td>Peak supply drop</td><td>0.289 mV</td></tr>
<tr><td>Total power per unit cell area</td><td>537 nW/µm²</td></tr>
<tr><td>Overall power of the completed layout</td><td>936 µW</td></tr>
<tr><th colspan="2">Hold path</th></tr>
<tr><td>Class of the most critical hold timing path</td><td>flip-flop to flip-flop</td></tr>
<tr><td>Startpoint of the lowest-slack hold path</td><td>hpos_cnt[0]</td></tr>
<tr><th colspan="2">Outcome</th></tr>
<tr><td>Result of the run</td><td>completed</td></tr>
</table>
[Yosys cell counts (all sizes together)]
cell type	count	area [µm²]
nand3b	2	15.0
o31ai	7	52.6
a21oi	15	75.1
xor2	2	17.5
nor2b	2	12.5
nor3	1	5.00
buf	2	12.5
ha	5	62.6
mux2i	3	30.0
nand2	14	52.6
nand2b	5	31.3
nor4	6	37.5
or3	6	37.5
dfrtp	26	651
nand3	8	45.0
inv	9	33.8
xnor2	2	17.5
nand4b	2	23.8
nand4	3	25.0
o21ai	6	30.0
clkbuf	2	7.51
nor4b	3	26.3
nor2	9	33.8
or4	7	52.6
[where the power goes]
part           total [mW]  leakage, nW  switching (mW)  internal, mW
sequential          0.474        0.349          0.0421         0.432
clock               0.337       0.0357           0.130         0.206
combinational       0.125        0.287          0.0641        0.0610
total               0.936        0.672           0.237         0.699
[repair_timing]
| action | 4_1_cts | 5_1_grt |
|---|---|---|
| pin swaps | 3 | 1 |
| setup endpoints to repair | 4 | 3 |
| resized | 4 | 5 |
| cloned | 0 | 0 |
| buffers inserted | 0 | 1 |
[critical path, stage by stage]
cell,delay [ns]
clkdlybuf4s50_1,0.47
nor4b_2,0.18
nand2_1,0.09
buf_4,0.15
nor2_1,0.09
clkdlybuf4s50_1,0.47
[final timing paths]
check	end	slack, ns	cells past startpoint
max in group asynchronous	vpos_cnt[6]	1.72	3
worst max-delay path	h_end	0.11	6
worst max register to register	vpos_cnt[8]	0.98	4
min in group asynchronous	vpos_cnt[4]	0.60	3
worst min register to register	hpos_cnt[0]	0.52	1
worst min-delay path	hpos_cnt[0]	0.52	1
[logic make-up after synthesis]
| group | after synthesis | synth area share [%] |
|---|---|---|
| mux | 3 | 2.16 |
| compound gates | 28 | 11.4 |
| fa+ha+maj | 5 | 4.51 |
| flops | 26 | 46.9 |
| buf+inv | 13 | 3.88 |
| simple gates | 68 | 28.7 |
| xor+xnor | 4 | 2.53 |
[area by class of cell]
class	count	area (µm²)	area share, %
Timing Repair Buffer	14	129	7.39
Sequential cell	26	653	37.5
Inverter	9	33.8	1.94
Clock buffer	3	41.3	2.37
Clock inverter	1	30.0	1.72
Tap cell	111	139	7.97
Multi-Input combinational cell	108	717	41.1
[per-layer routing]
layer / vias to the layer above / routed length (µm) / part of all wire, %
met5: - / 0 / 0
met4: 0 / 19 / 0.68
met3: 2 / 134 / 4.8
met2: 15 / 1190 / 43
met1: 534 / 1430 / 52
li1: 565 / - / -
[flip-flops by register name, indices dropped and copies added, names as in the netlist]
signal    count
hpos_cnt     12
hsync_d1      1
vpos_cnt     12
vsync_d1      1
No activity file was given, so power comes from the tool's default toggle rates.
