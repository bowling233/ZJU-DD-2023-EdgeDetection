### /design/flow/design.v
`timescale 1 ns / 1 ps
module pixelstream2vesa (
                clk,
                rst,
                hsync,
                vsync,
                blank_n_de,
                h_start,
				h_end,
				v_start,
				v_end,
                pixel_stream_valid
                );
  input   		h_start;
  input   		h_end;
  input   		v_start;
  input   		v_end;
  input		    pixel_stream_valid;
  output        hsync;
  output        vsync;
  output        blank_n_de;
  input         clk;
  input         rst;
  parameter        H_LEFT_BORDER = 0;  
  parameter        H_SYNC = 40;
  parameter        H_RIGHT_BORDER = 0;  
  parameter        H_FP = 110;  
  parameter        H_BP = 220;
  parameter        H_BLANK = 370;                     
  parameter        H_ADDR = 1280;
  parameter        H_TOTAL = 1650;                     
  parameter        V_TOP_BORDER = 0; 
  parameter        V_SYNC = 5;
  parameter        V_BOTTOM_BORDER = 0; 
  parameter        V_FP = 5;  
  parameter        V_BP = 20;
  parameter        V_BLANK = 30;                     
  parameter        V_ADDR = 720;
  parameter        V_TOTAL = 750;                     
  reg			h_start_d1;
  wire			hsync_trig;
  always @(posedge clk or posedge rst)
  begin 
    if (rst) begin
		h_start_d1 <= 1'b0;
	end
    else
    begin
      h_start_d1 <= h_start;
    end
  end
  assign hsync_trig = h_start & (!h_start_d1);
  reg			v_start_d1;
  wire			vsync_trig;
  always @(posedge clk or posedge rst)
  begin
    if (rst) begin
		v_start_d1 <= 1'b0;
	end
    else
    begin
      v_start_d1 <= v_start;
    end
  end
  assign vsync_trig = v_start & (!v_start_d1);
  reg    [11:0] hpos_cnt;
  wire          hpos_clr;
  always @(posedge clk or posedge rst)
  begin : hcounter
    if (rst) hpos_cnt <= 12'h000;
    else
    begin
      if (hsync_trig) hpos_cnt <= 12'h000;
      else if (hpos_cnt == (H_TOTAL - 1)) hpos_cnt <= 12'h000;           
      else hpos_cnt <= hpos_cnt + 12'h001;
    end
  end  
  reg    [11:0] vpos_cnt;
  wire          vpos_clr;
  wire          vpos_ena;
  always @(posedge clk or posedge rst)
  begin : vcounter
    if (rst) vpos_cnt <= 12'h000;
    else
    begin
      if (vsync_trig) vpos_cnt <= 12'h000;
      else if ((vpos_cnt == (V_TOTAL - 1)) && (hpos_cnt == (H_TOTAL - 1))) vpos_cnt <= 12'h000;           
      else if (hpos_cnt == (H_TOTAL - 1)) vpos_cnt <= vpos_cnt + 12'h001;
    end
  end
  assign vpos_ena = hsync_trig;
  wire pixel_valid_H;
  wire pixel_valid_V;
  assign pixel_valid_H = (hpos_cnt >= 0) && (hpos_cnt <= (H_ADDR - 1));
  assign pixel_valid_V = (vpos_cnt >= 0) && (vpos_cnt <= (V_ADDR - 1));
  assign hsync = (hpos_cnt >= (H_ADDR + H_RIGHT_BORDER + H_FP - 1)) && (hpos_cnt < (H_TOTAL - H_BP - H_LEFT_BORDER - 1));
  assign vsync = (vpos_cnt >= (V_ADDR + V_BOTTOM_BORDER + V_FP - 1)) && (vpos_cnt < (V_TOTAL - V_BP - V_TOP_BORDER - 1));
  assign blank_n_de = pixel_stream_valid;
endmodule
### /design/flow/run.sh
#!/bin/bash
# OpenROAD 26Q1-2900-gdf79404cd8, Yosys 0.63+post, stock flow scripts
make -C /OpenROAD-flow-scripts/flow DESIGN_CONFIG=/design/flow/config.mk WORK_HOME=/design/flow/orfs finish
### /design/flow/config.mk
export PLATFORM = sky130hd
export DESIGN_NAME = pixelstream2vesa
export DESIGN_NICKNAME = pixelstream2vesa
export VERILOG_FILES = /design/flow/design.v
export SDC_FILE = /design/flow/constraint.sdc
export NUM_CORES = 4
export LEC_CHECK = 1
export CORE_AREA = 10 10 110 110
export DIE_AREA = 0 0 120 120
### /design/flow/constraint.sdc
current_design pixelstream2vesa

set clk_period 2.3
set clk_io_pct 0.2

create_clock -name clk0 -period $clk_period [get_ports {clk}]

set non_clock_inputs [all_inputs -no_clocks]
set_input_delay [expr $clk_period * $clk_io_pct] -clock clk0 $non_clock_inputs
set_output_delay [expr $clk_period * $clk_io_pct] -clock clk0 [all_outputs]
==> CHANGELOG.md <==
### Implementation results

* # DRC at 0
* Worst hold slack at around 0.54 ns
* Boundary Pins at 10
* Largest net degree at the start of global routing at 27
* Synthesis Warnings at 1
* Flip-flops with a built-in enable at 0
* Sink Count at 26
* Slew Limit Fails at 0
* Die area at between 10,000 and 15,000 sq um
* Rows at 36
* Commonest cells post-synth: dfrtp_1 (26), nor2_1 (19), inv_1 (11)
* Worst setup margin at between 0.2 and 0.25 ns
* Total gr overflow at 0
* Max-cap viol count at 0
* Final RePlAce weighted congestion at 0.829
* CTS root buf: clkbuf_8
* Clk slew on worst S/H paths at about 0.10 ns
* CP Data Required Time at 2.46 ns
* Fillcell total at 1,058
* Fp util at 0.157
* CTS Buf Count at 3
* Pre-CTS WS at between 0.15 and 0.2 ns
* Clock Path Buffers at 2
* DP Wirelength at 2.14 mm
* Crit path DAT at 2.21 ns
* Post-Syn Area at 1530 sq um
* Setup-failing EPs final at 0
* Net Switching at 273 uW
* Die width at 120 um
* Pleak at 0.815 nW
* First-pass GRT wire length at 5.26 mm
* DR iter-0 viols at 37
* Crit path max fanout at 8
* Yosys stat area at around 1500 sq um
* Tool Warnings at 33
* Max rail drop VDD at 0.288 mV
* Tightest Pin Transition at 0.579 ns
* Crit path capture type: register
* Mapped Cells at 162
* Setup repair after global routing missed its margin: false
* Internal power at slightly below 800 uW
* Core area at 9770 sq um
* Register share after synthesis at 0.425
* Cts hold-fix bufs at 0
* Cycle use final at 0.893
* Final ANT Viol Nets at 0
* Worst setup SP type: register
* Synth cell types at 38
* Sequential power share at 0.490
* Most common cell in the netlist: dfrtp_1
* Synth top area cells: dfrtp_1 (42%), ha_1 (5.7%), xnor2_1 (5.1%), nor2_1 (4.7%), nand4_1 (3.3%)
* Setup TNS at 0 ns
* Fmax at 0.487 GHz
* Ys flop type: dfrtp_1
* Routed WL per cell at 9.89 um
* Comb power frac at 0.150
* Initial antenna violation count at 0
* Area added between synthesis and finish at 25.6%
* Power Density at 555 nW/um^2
* Ant. Diodes at 0
* Routed Wire Length at 3.09 mm
* Sequential cell area at approximately 650 sq um
* Synth flops at 26
* Switching part of the total at 0.255
* GRT Util Overall at 0.0422
* Via density at around 3.8
* Hold Fails Final Rpt at 0
* Chip height at 120 um
* HP Class: in -> async
* Share of cells above drive strength 1 at 0.179
* Slew headroom at 0.612
* Worst skew pair latency at 0.27 ns
* Top cell area share at 0.425
* Routed via count at 1,187
* Status: finished clean
* Biggest area consumer among synthesized cells: dfrtp_1
* Ys cells at about 160
* FFs w/ async S/R, synth at 1.00
* Detailed Routing Iterations Pass 1 at 4
* H-tree levels at 1
* Port buffer count at 5
* Clock skew at 0.00739 ns
* Number of global-route vias before repair at 1,106
* Average cell area after synthesis at approximately 9.5 sq um
* Period minus WS final at 2.05 ns
* Clock power frac at 0.360
* CTS tree: built
* Critical path type: reg -> reg
* Logic area at 851 sq um
-- routing by layer --
metal,part of all wire,vias to the layer above,track usage
met3,0.027,2,0.00571
met2,0.41,17,0.0616
li1,-,606,-
met5,0,-,0
met1,0.55,562,0.0650
met4,0.015,0,0.00830
-- power groups by stage --
stage         logic [mW]  registers, mW  clock network (mW)
CTS                0.160          0.522               0.396
finish             0.160          0.523               0.384
global route       0.182          0.528               0.403
-- cell usage in the layout (no fill, tap or decap), types with 2 or more instances in the layout --
master            n
dfrtp_1          25
nor2_1           19
buf_4            12
nand2_1          10
inv_1            10
xnor2_1           9
nand4_1           8
o21ai_0           8
and3_1            7
nor2b_1           7
nand3_1           7
ha_1              5
a22o_1            4
xor2_1            3
nor3_1            3
a21oi_2           3
clkbuf_8          3
clkdlybuf4s50_1   3
and4_1            2
nor4_1            2
a31oi_1           2
a221o_1           2
ha_2              2
-- stage by stage --
stage                     total power, mW  area (sq um)  instances  utilization
after floorplan                     0.623          1530        162            -
after detailed placement            0.658          1770        301        0.181
after CTS                            1.08          1910        311        0.196
after global routing                 1.11          1920        312        0.197
after global placement              0.657          1770        301        0.181
final                                1.07          1920        312        0.197
-- registers in the layout (all words and copies together), names as in the netlist --
| signal | cells |
|---|---|
| hpos_cnt | 12 |
| v_start_d1 | 1 |
| vpos_cnt | 12 |
| h_start_d1 | 1 |
-- final timing paths --
path / start / to / slack, ns / cells past startpoint
hold reg to reg: hpos_cnt[11]$_DFF_PP0_ / hpos_cnt[11]$_DFF_PP0_ / 0.59 / 2
setup / recovery: hpos_cnt[1]$_DFF_PP0_ / vpos_cnt[7]$_DFFE_PP0P_ / 0.25 / 5
min in group clk0: hpos_cnt[11]$_DFF_PP0_ / hpos_cnt[11]$_DFF_PP0_ / 0.59 / 2
setup reg to reg: hpos_cnt[1]$_DFF_PP0_ / vpos_cnt[7]$_DFFE_PP0P_ / 0.25 / 5
max in group asynchronous: rst / vpos_cnt[8]$_DFFE_PP0P_ / 1.50 / 3
hold / removal: rst / hpos_cnt[11]$_DFF_PP0_ / 0.54 / 3
-- what timing repair did --
action / 4_1_cts / 5_1_grt
setup endpoints to repair: 2 / 1
pin swaps: 4 / 2
setup buffers: 6 / 1
resized: 10 / 2
-- critical path: stages, from the launching register on --
cell and delay, ns:
dfrtp_1 0.40, inv_2 0.07, ha_2 0.16, or3b_2 0.51
o31a_4 0.43, a221o_1 0.36
-- layout make-up --
cell class,count,area share
clock inverters,1,0.0156
multi-input cells,121,0.442
clock buffers,3,0.0215
inverters,11,0.0215
flip-flops and latches,26,0.339
well taps,133,0.0865
repair buffers,17,0.0735
-- kinds of logic after synthesis --
logic type | count (synthesis) | share of synthesized area
and+or+nand+nor | 74 | 0.275
AOI/OAI and AO/OA | 27 | 0.128
DFF | 26 | 0.425
buffers and inverters | 15 | 0.0400
xor gates and xnor gates | 12 | 0.0686
adders and majority gates | 7 | 0.0572
muxes | 1 | 0.00654
Power figures rest on the tool's default switching activity, not on a simulated workload.
